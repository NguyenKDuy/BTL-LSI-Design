--- ./run.sh ---
#!/bin/bash
# OpenROAD 26Q1-2900-gdf79404cd8, Yosys 0.63+post, stock flow scripts
make -C /OpenROAD-flow-scripts/flow DESIGN_CONFIG=/design/flow/config.mk WORK_HOME=/design/flow/orfs finish
--- ./config.mk ---
export PLATFORM = sky130hd
export DESIGN_NAME = accumulator
export DESIGN_NICKNAME = accumulator
export VERILOG_FILES = /design/flow/design.v
export SDC_FILE = /design/flow/constraint.sdc
export NUM_CORES = 4
export LEC_CHECK = 1
export CORE_AREA = 10 10 70 70
export DIE_AREA = 0 0 80 80
--- ./constraint.sdc ---
current_design accumulator

set clk_period 1.0
set clk_io_pct 0.2

create_clock -name clk0 -period $clk_period [get_ports {clk}]

set non_clock_inputs [all_inputs -no_clocks]
set_input_delay [expr $clk_period * $clk_io_pct] -clock clk0 $non_clock_inputs
set_output_delay [expr $clk_period * $clk_io_pct] -clock clk0 [all_outputs]
--- ./design.v ---
`timescale 1ns / 1ps
`timescale 1ns / 100ps
module accumulator (
    input clk,            
    input rst,
    input ld_ac,
    input [7:0] data_in,
    output reg [7:0] data_out
);
always @(posedge clk) begin
    if (rst)
        data_out <= 8'b00000000;
    else if (ld_ac)
        data_out <= data_in;
end
endmodule
==> job_summary.md <==
### Flow metrics

| Metric | Value |
|---|---|
| Status | complete, no violations |
| GRT Total Usage | 2.67% |
| Worst setup EP type | primary output |
| Combinational share of power | 16.5% |
| Cells after synthesis | 26 |
| PwrDens | between 1000 and 1500 nW/um2 |
| Largest register FFs | 8 |
| Dpl cells | between 80 and 90 |
| Clock edge transition at the registers on the reported setup and hold paths | about 0.05 ns |
| Largest net degree at the start of global routing | 9 |
| Final setup margin | 0.0606 ns |
| Root Buffer | clkbuf_4 |
| Sw Share | between 10% and 20% |
| Most frequent logic cells in the routed design | clkdlybuf4s50_1, nor2_1, dfxtp_2, clkdlybuf4s15_1, mux2i_1 |
| Core area | roughly 3400 um2 |
| CTS H-tree lvls | 1 |
| DR DRC count | 0 |
| Share of layout cells above drive strength 1 | 28.3% |
| Slew Limit Fails | 0 |
| Global-route wire length before repair | roughly 1.4 mm |
| P_sw | between 0.1 and 0.15 mW |
| Final worst-path cycle share | 93.9% |
| Slew headroom | 79.2% |
| Sequential share of power | around 50% |
| CTS tree | done |
| Cts bufs inserted | 3 |
| Vias | about 250 |
| Initial antenna violation count | 0 |
| Final Hold Vio Count | 0 |
| Crit path cell chain | clkdlybuf4s15_1 |
| Fmax | roughly 1.1 GHz |
| Worst Hold Class | in -> reg |
| Most flop-heavy register | data_out |
| Max-cap violations | 0 |
| OpenROAD warning count | 25 |
| Buf/Inv on CP | 1 |
| Clk pwr share | between 30% and 40% |
| Drt first pass iters | 2 |
| Worst-Margin Slew | 0.310 ns |
| Post-Route WL | approximately 880 um |
| Mapped cell area | 285 um2 |
| Longest Clk Path Bufs | 2 |
| Worst setup SP type | register |
| Yosys warns | 1 |
| Initial DRC Count | 4 |
| Static leakage | ~0.24 nW |
| GRT overflow | 0 |
| Top Family by Delay on Critical Path | flip-flops |
| RSZ-0062 raised after global routing | no |
| Clk latency late pin | around 0.24 ns |
| Routed wire per std cell | between 9 and 10 um |
| Max FO, Critical Path | 2 |
| Port Buffers | 18 |
| Peak supply drop | between 0.2 and 0.25 mV |
| Clock skew | 0 ns |
| Max stage delay cell, worst path | dfxtp_2 |
| Min Clock Period, post-route | approximately 0.94 ns |
| Top Registers | data_out: 8 flops |
| Row cnt | 21 |
| Die X | approximately 80 um |
| Commonest Layout Cell | clkdlybuf4s50_1 |
| Internal power | between 0.5 and 0.6 mW |
| I/O pins | 19 |
| Netlist cell types | 5 |
| CP required | roughly 0.80 ns |
| Die ar. | around 6400 um2 |
| Seq/Total Area, Yosys | between 50% and 60% |
| Floorplan core density | under 10% |
| Vias/cell | 2.73 |
| Ys flops | 8 |
| Vias in the first global route | a little over 300 |
| Setup bufs post-CTS | 0 |
| Die height | approximately 80 um |
| # hold bufs at CTS | 0 |
| Largest stage delay on the critical path | about 0.33 ns |
| Syn_area_per_cell | 11.0 um2 |
| Diodes inserted | 0 |
| Endpoints failing setup | 0 |
| Non-Filler Instances | just over 90 |
| Setup WS pre-CTS | -0.220 ns |
| Final ANT Viol Nets | 0 |
| CTS sink cnt | 8 |
| # Cells Yosys | 26 |
| Critical path type | reg -> out |
| RD Place Congestion | roughly 0.66 |
| Arrival @ worst endpoint | approximately 0.74 ns |
| Chip area in the Yosys report | around 290 um2 |
| Area grow syn2layout | 98.7% |
-- cells in the mapped netlist (all sizes together) --
master	instances	area, um2
dfxtp	8	160
mux2i	8	80.1
nor2	8	30.0
buf	2	15.0
-- area by class of cell --
cell class                 count  area (um2)
sequential                     8         170
fill                         387        2850
timing repair buffer          19         203
clock buffer                   3        22.5
multi-input combinational     16         114
tap                           46        57.6
-- metrics by stage --
step                utilization, %  TNS, ns  instance area [um2]  hold slack (ns)  total power [mW]
finish                        16.6        0                  567            0.414             0.697
global route                  16.6        0                  567            0.428             0.738
CTS                           16.4        0                  561            0.493             0.712
detailed placement            15.5    -1.69                  528            0.494             0.479
global placement              15.5    -1.61                  528            0.488             0.477
floorplan                        -        0                  285            0.347             0.389
-- per-layer routing --
| layer | wire length (um) | track usage (%) |
|---|---|---|
| met1 | 269 | 2.15 |
| met2 | 568 | 5.54 |
| met3 | 35 | 1.14 |
| met4 | 5 | 0.704 |
| met5 | 0 | 0 |
-- cells by family (layout without fill, tap and decap cells) --
group | count (synthesis) | count (layout) | share of synthesized area (%)
buf+inv | 2 | 22 | 5.26
flops | 8 | 8 | 56.1
simple gates | 8 | 8 | 10.5
mux | 8 | 8 | 28.1
-- final timing paths --
path / start / end / slack (ns) / cells after the start
min: ld_ac / data_out[0] / 0.41 / 4
min reg2reg: data_out[2] / data_out[2] / 0.49 / 2
max: data_out[0] / data_out[0] / 0.06 / 1
max reg2reg: data_out[0] / data_out[0] / 0.36 / 2
-- power by group through the flow --
stage	Clock (mW)	Combinational (mW)	Sequential (mW)
4_1_cts	0.243	0.116	0.353
5_1_grt	0.258	0.126	0.354
6_report	0.229	0.115	0.353
-- worst register-to-register path: stages (launching register included) --
cell and delay [ns]:
dfxtp_2 0.32, mux2i_2 0.15, nor2_1 0.05
-- repair_timing --
| item | 4_1_cts | 5_1_grt |
|---|---|---|
| endpoints found under the setup margin | 8 | 2 |
| resized | 24 | 2 |
| cloned | 0 | 0 |
| pin swaps | 0 | 0 |
Power is estimated from default activity; no workload was simulated.
