### design/flow/config.mk
export PLATFORM = sky130hd
export DESIGN_NAME = alu
export DESIGN_NICKNAME = alu
export VERILOG_FILES = /design/flow/design.v
export SDC_FILE = /design/flow/constraint.sdc
export NUM_CORES = 4
export LEC_CHECK = 1
export CORE_AREA = 10 10 70 70
export DIE_AREA = 0 0 80 80
### design/flow/constraint.sdc
current_design alu

set clk_period 3.5
set clk_io_pct 0.2

create_clock -name clk0 -period $clk_period

set non_clock_inputs [all_inputs -no_clocks]
set_input_delay [expr $clk_period * $clk_io_pct] -clock clk0 $non_clock_inputs
set_output_delay [expr $clk_period * $clk_io_pct] -clock clk0 [all_outputs]
### design/flow/design.v
`timescale 1ns / 1ps
module alu(
    input [2:0] opcode,
    input [7:0] inA,
    input [7:0] inB,
    output reg [7:0] res,
    output reg is_zero
);
always @(*) begin
    case(opcode)
        3'b000: res = inA;  
        3'b001: res = inA;  
        3'b010: res = inA + inB;  
        3'b011: res = inA & inB;  
        3'b100: res = inA ^ inB;  
        3'b101: res = inB;  
        3'b110: res = inA;  
        3'b111: res = inA;  
        default: res = 8'b00000000;
    endcase
    is_zero = (inA == 8'b00000000) ? 1 : 0;
end
endmodule
### design/flow/run.sh
#!/bin/bash
# OpenROAD 26Q1-2900-gdf79404cd8, Yosys 0.63+post, stock flow scripts
make -C /OpenROAD-flow-scripts/flow DESIGN_CONFIG=/design/flow/config.mk WORK_HOME=/design/flow/orfs finish
==> deck_impl_summary.md <==
Synthesis and Place & Route Summary

Run status
  – Status: completed

Final layout
  – Most numerous logic cells after layout: clkdlybuf4s50_1, buf_4, nand2_1
  – # clk buffers: 0
  – Storage cell area: 0 sq um
  – Flip-flops: 0
  – Fin util: 0.387
  – Layout cells sized above 1: 0.200
  – Most frequent logic cell in the layout: clkdlybuf4s50_1
  – Area grow syn2layout: 59.4%

Logic synthesis
  – Post-Syn Area: a little over 800 sq um
  – Mean post-synth cell area: ~7.4 sq um
  – Netlist cell types: 36
  – Yosys cell count: 112
  – Yosys chip area: between 800 and 900 sq um
  – Post-synthesis cell count: around 110
  – Sequential fraction of the synthesis area: 0
  – Syn. warnings: 1

Setup path
  – Critical path arrival: between 2000 and 3000 ps
  – Crit-path slowest cell: clkdlybuf4s50_1
  – Crit path max fanout: 3
  – Most frequent CP cell: clkdlybuf4s50_1
  – Crit path launch: inA[1]
  – Crit path cell chain: clkdlybuf4s50_1 -> ha_1 -> a211o_1 -> nand2_1 -> a2111o_1 -> nand3_1 -> clkdlybuf4s50_1
  – CP Class: input pin to primary output
  – Crit path DRT: between 2000 and 3000 ps
  – CP startpoint kind: input pin
  – CP endpoint kind: primary output
  – CP max stage delay: about 480 ps

Routing
  – Routed WL: about 2700 microns
  – Avg WL per Cell: roughly 13 microns
  – Post-route ant nets: 0
  – Number of diodes: 0
  – Drt via density: ~4.9
  – Drt first pass iters: 4
  – Vias: roughly 1,000
  – DR DRC count: 0
  – Initial DRC Count: 31

Floorplan
  – Die W: approximately 80 microns
  – Core footprint: ~3400 sq um
  – # rows: 21
  – Floorplan core density: 0.243
  – Top-Level Pins: 28
  – DIE HEIGHT: ~80 microns
  – Die area: approximately 6400 sq um

Run
  – Maxcap violations: 0
  – OpenROAD warning count: 32

Final timing
  – RSZ-0062 raised after global routing: false
  – Max-slew headroom: 0.729
  – Smallest setup slack after layout: around 110 ps
  – Fin crit share: 0.968
  – # setup viols final: 0
  – Max Fclk: approximately 0.30 GHz
  – Actual slew at the worst max-slew pin: a little over 400 ps
  – Tmin final: ~3400 ps
  – Final slew viol count: 0
  – Final Hold Viols: 0

Power
  – Max IR drop VDD: 52.5 uV
  – PD cells: between 100 and 150 nW/um^2
  – Leakage: 0.559 nW

Placement
  – Gpl congestion: 0.917
  – IO Port Bufs: 28
  – Post-place setup slack: -116 ps
  – HPWL Detailed: around 2100 microns

Global routing
  – First-pass GRT wire length: 4470 microns
  – Grt peak-use layer: met2
  – GRT Overall Usage: 0.0818
  – Met3 Resource Use GR: 0.00795
  – Total gr overflow: 0
  – Antenna violations before repair: 0
  – Pin count of the biggest net entering global routing: 35
  – Vias in the first global route: between 900 and 1k
  – GRT met2 Usage: 0.128
  – Met1 Use GR: 0.124

Min path
  – Hold path cells: 4
  – Hold Path Sink: is_zero
  – Hold path start: inA[0]
  – Worst hold path type: input pin to primary output

CTS
  – Hold_buf cts: 0
  – Setup bufs post-CTS: 0
## per-layer routing
layer	wire length [microns]	share of wire
met5	0	0
met4	0	0
met3	106	0.040
met2	1130	0.43
met1	1420	0.53
## power by group
part           switching (W)  total, W  internal (W)
Sequential                 0         0             0
Clock                      0         0             0
Combinational      0.0000761  0.000181      0.000105
Total              0.0000761  0.000181      0.000105
## layout make-up
type | count | area, sq um
inverters | 1 | 3.75
well taps | 46 | 57.6
fillers | 350 | 2090
multi-input cells | 103 | 803
repair buffers | 51 | 458
## through the flow
step | total power (W) | TNS (ps) | instance area (sq um) | cells | hold WS, ps
floorplan | 0.0000884 | 0 | 830 | 112 | 1490
global placement | 0.000174 | -186 | 1280 | 201 | 2510
detailed placement | 0.000174 | -278 | 1280 | 201 | 2520
CTS | 0.000177 | 0 | 1290 | 201 | 2530
global route | 0.000201 | 0 | 1320 | 201 | 2250
finish | 0.000181 | 0 | 1320 | 201 | 2170
## worst max-delay path, delay by kind of cell
family          cells  cell delay (ps)
compound gates      2              530
simple gates        2              180
buf+inv             2              940
fa+ha+maj           1              330
## logic make-up after synthesis
logic type	after synthesis	synth area share
and+or+nand+nor	41	0.291
AOI/OAI and AO/OA	41	0.350
muxes	10	0.122
adders and majority gates	9	0.145
xor gates and xnor gates	2	0.0211
buffers and inverters	9	0.0709
## worst max path at each step
stage / end / slack [ps] / cells past startpoint
4_1_cts: res[2] / 10 / 8
5_1_grt: res[5] / 0.4 / 7
6_report: res[7] / 110 / 7
## Yosys cell counts, types with 3 or more instances
cell / number / area, sq um
ha_1: 8 / 100
nand3_1: 4 / 20.0
buf_6: 3 / 33.8
a21oi_1: 6 / 30.0
nand2_1: 15 / 56.3
o21ai_1: 3 / 15.0
clkbuf_1: 3 / 11.3
o211ai_1: 3 / 22.5
o21ai_0: 6 / 30.0
nand2b_1: 3 / 18.8
nor2b_1: 3 / 18.8
nor3b_1: 7 / 52.6
a211oi_1: 6 / 45.0
o211a_1: 3 / 30.0
mux2i_1: 9 / 90.1
## what timing repair did
action                                  in CTS  in global routing
endpoints found under the setup margin       3                  6
gates resized                                3                  7
pin swaps                                    0                  0
Power is estimated from default activity; no workload was simulated.
